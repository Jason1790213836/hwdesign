<file path="flow/config.mk">
export PLATFORM = sky130hd
export DESIGN_NAME = lin_relu
export DESIGN_NICKNAME = lin_relu
export VERILOG_FILES = /design/flow/design.v
export SDC_FILE = /design/flow/constraint.sdc
export NUM_CORES = 4
export LEC_CHECK = 1
export CORE_UTILIZATION = 50
</file>
<file path="flow/constraint.sdc">
current_design lin_relu

set clk_period 13.4
set clk_io_pct 0.2

create_clock -name clk0 -period $clk_period [get_ports {clk}]

set non_clock_inputs [all_inputs -no_clocks]
set_input_delay [expr $clk_period * $clk_io_pct] -clock clk0 $non_clock_inputs
set_output_delay [expr $clk_period * $clk_io_pct] -clock clk0 [all_outputs]
</file>
<file path="flow/design.v">
`timescale 1ns/1ps  
module lin_relu #(
    parameter WIDTH = 16
)(
    input  logic              clk,
    input  logic              rst,    
    input  logic signed [WIDTH-1:0]  w_in,
    input  logic signed [WIDTH-1:0]  b_in,
    input  logic signed [WIDTH-1:0]  x_in,
    output logic signed [WIDTH-1:0]  y_out
);
    logic signed [WIDTH-1:0] w_reg, b_reg, x_reg;
    logic signed [WIDTH-1:0] u;
    always_ff @(posedge clk) begin
        if (rst) begin
            w_reg <= '0;
            b_reg <= '0;
            x_reg <= '0;
        end else begin
            w_reg <= w_in;
            b_reg <= b_in;
            x_reg <= x_in;
        end
    end
    always_comb begin
        u = w_reg * x_reg + b_reg;
        y_out = (u > 0) ? u : 0;
    end
endmodule
</file>
<file path="flow/run.sh">
#!/bin/bash
# OpenROAD 26Q1-2900-gdf79404cd8, Yosys 0.63+post, stock flow scripts
make -C /OpenROAD-flow-scripts/flow DESIGN_CONFIG=/design/flow/config.mk WORK_HOME=/design/flow/orfs finish
</file>
==> flow_metrics.py <==
# Synthesis and PnR figures
metrics = {
    "outcome": {
        "status": "complete, no violations",
    },
    "place": {
        "pre_cts_ws_ns": 4.40,
        "portBuffers": 64,
        "dp_hpwl_mm": 9.37,
        "gp_congestion": 0.829,
    },
    "die": {
        "die_w_um": 113,
        "dieArea_um2": 12700,
        "die_height_um": 113,
        "fp-utilization_pct": 51.2,
        "rows": 40,
        "ios": 66,
        "core_region_area_um2": 12000,
    },
    "final_layout": {
        "drive_above_1_share_pct": 1.91,
        "syn2layout_area_growth_pct": 15.0,
        "lay_top_count": "inv_1",
        "mostFrequentLayoutCells": "inv_1, fa_1, and2_1, ha_1, clkdlybuf4s50_1",
    },
    "synth": {
        "ys_types": 35,
        "ys_seq_share_pct": 15.7,
        "ys_cells": 681,
        "numSynthFlops": 48,
        "top_cells_by_area": "fa_1, dfxtp_1, ha_1, inv_1, and2_1",
        "syn_inst": 681,
        "yosysChipArea_um2": 6120,
        "postSynthAreaPerCell_um2": 8.99,
        "top_area_share_pct": 30.4,
        "ys_warn_count": 1,
        "netlist.top_cell.by_area": "fa_1",
        "syn_area_um2": 6120,
    },
    "timing": {
        "min_period_ns": 9.32,
        "slew_violations": 0,
        "max_slew_margin_pct": 45.3,
        "grt_setup_unrepaired": "false",
        "period_used_pct": 69.5,
        "fin_tns_setup_ns": 0,
        "worstMarginPinSlew_ns": 0.820,
        "finalHoldViolCount": 0,
        "finalSetupViolCount": 0,
        "fmax_mhz": 107,
        "worst_slack_ns": 4.08,
    },
    "setup_path": {
        "end_kind": "output port",
        "start_kind": "register",
        "required_ns": 10.72,
        "crit_fanout": 15,
        "critPathArrivalTime_ns": 6.64,
        "critPathKind": "reg -> out",
    },
    "pwr": {
        "powerDensity_nw_per_um2": 102,
        "power_uw": 717,
        "cellInternalPower_uw": 471,
        "p_sw_uw": 246,
        "clockPowerShare_pct": 22.5,
        "p_leak_uw": 0.00338,
        "p_comb_share_pct": 54.4,
        "power.share.switching_pct": 34.4,
        "seqPwrFrac_pct": 23.1,
        "ir_drop_v": 0.0000711,
    },
    "routing": {
        "routed_wl_mm": 11.8,
        "avgRoutedWirePerCell_um": 13.5,
        "drc_errors": 0,
        "drt_pass1_iterations": 6,
        "vias": 4141,
        "postRouteAntennaNets": 0,
        "vias_per_cell": 4.71,
        "drt_iter0_drc": 145,
        "antennaDiodeCount": 0,
    },
    "clocking": {
        "cts_max_level": 2,
        "cts_tree": "done",
        "numCtsBuffers": 5,
        "clockBufferDepth": 2,
        "cts_sinks": 48,
        "ctsHoldBuffers": 0,
        "post-cts-setup-buffer-count": 0,
        "cts_resized": 0,
        "clk_pin_slew_ns": 0.07,
        "root_buffer": "clkbuf_16",
    },
    "grt": {
        "grt_pass1_vias": 4317,
        "grt_max_degree": 49,
        "grt-ovfl-total": 0,
        "track_usage_pct": 21.8,
        "antenna_found_initial": 0,
        "grt_pass1_wl_mm": 20.5,
    },
    "hold_path": {
        "holdPathEnd": "w_reg[9]$_SDFF_PP0_",
        "min_from": "w_in[9]",
        "holdPathStages": 2,
        "hold_path_class": "in -> reg",
    },
    "run": {
        "max-cap-violations": 0,
        "warning_count": 25,
    },
}
[power by group through the flow]
stage | sequential [uW] | combinational (uW) | clock (uW)
after CTS | 166 | 399 | 164
after global routing | 167 | 444 | 172
final | 165 | 390 | 161
[cells in the mapped netlist (all sizes together)]
cell,count
a21oi,6
fa,93
o21a,2
and2,81
a31o,1
nor2b,56
or4,2
a21o,2
buf,3
a31oi,1
o21ai,8
nor2,13
o211ai,3
ha,66
clkbuf,18
inv,171
xnor2,26
o2111ai,1
xnor3,2
nand2b,2
o31a,1
conb,1
a21boi,1
xor2,9
a211oi,2
nor3,4
dfxtp,48
nand2,58
[area by class of cell]
class / count / area [um2]
Fill cell: 1079 / 4920
Multi-Input combinational cell: 441 / 4420
Sequential cell: 48 / 961
Timing Repair Buffer: 65 / 648
Inverter: 171 / 642
Tap cell: 147 / 184
Clock buffer: 5 / 125
Clock inverter: 2 / 60.1
[critical path: stages (launching register included)]
cell and delay (ns):
dfxtp_1 0.71, nand2_1 0.17, fa_1 0.54, fa_1 0.55, inv_1 0.05, fa_1 0.48, fa_1 0.50, fa_1 0.50
inv_1 0.06, fa_1 0.47, inv_1 0.06, ha_1 0.30, o21ai_0 0.24, nor2_1 0.08, a211oi_1 0.40, xor2_2 0.69
a211oi_1 0.11, clkdlybuf4s50_1 0.44
[logic make-up after synthesis]
group	after synthesis	share of synthesized area [%]
AND-OR/OR-AND	28	2.90
adder cells (fa/ha/maj)	159	43.9
AND/OR/NAND/NOR	216	19.4
XOR/XNOR	37	5.89
buffers and inverters	192	12.1
flip-flops	48	15.7
other	1	0.0613
[stage by stage]
stage	cells	util [%]	instance area, um2	hold slack [ns]
6_report	879	58.8	7040	2.93
5_1_grt	879	58.8	7040	2.93
4_1_cts	879	58.8	7040	2.93
3_5_place_dp	872	57.3	6850	3.24
3_3_place_gp	872	57.3	6850	3.24
2_1_floorplan	681	-	6120	2.81
[how the worst max path moves through the flow]
stage                               start  endpoint  slack [ns]  cells past startpoint
after CTS             x_reg[1]$_SDFF_PP0_  y_out[7]        4.05                     17
after global routing  x_reg[1]$_SDFF_PP0_  y_out[0]        3.67                     17
final                 x_reg[1]$_SDFF_PP0_  y_out[7]        4.08                     17
[per-layer routing]
metal	GRT usage, %	vias to the layer above	wire (um)
met3	5.12	18	641
met4	4.36	0	252
met1	33.4	1948	5570
met2	33.4	108	5370
li1	-	2067	-
met5	0.784	-	0
Power is estimated from default activity; no workload was simulated.
