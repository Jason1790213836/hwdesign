File: flow/config.mk
export PLATFORM = sky130hd
export DESIGN_NAME = cubic_fixed
export DESIGN_NICKNAME = cubic_fixed
export VERILOG_FILES = /design/flow/design.v
export SDC_FILE = /design/flow/constraint.sdc
export NUM_CORES = 4
export LEC_CHECK = 1
export CORE_UTILIZATION = 30
File: flow/constraint.sdc
current_design cubic_fixed

set clk_period 25.4
set clk_io_pct 0.2

create_clock -name clk0 -period $clk_period [get_ports {clk}]

set non_clock_inputs [all_inputs -no_clocks]
set_input_delay [expr $clk_period * $clk_io_pct] -clock clk0 $non_clock_inputs
set_output_delay [expr $clk_period * $clk_io_pct] -clock clk0 [all_outputs]
File: flow/design.v
`timescale 1ns/1ps
module cubic_fixed #(
    parameter int WID     = 16,    
    parameter int FBITS   = 8      
)(
    input  logic                        clk,
    input  logic                        rst,
    input  logic signed [WID-1:0]       x,
    input  logic signed [WID-1:0]       a0,
    input  logic signed [WID-1:0]       a1,
    input  logic signed [WID-1:0]       a2,
    output logic signed [WID-1:0]       y
);
    localparam int WID_ACC1 = 2*WID - FBITS + 2;
    localparam int WID_ACC = (WID_ACC1 > 32) ? WID_ACC1 : 32; 
    logic signed [WID-1:0] x_s0, a0_s0, a1_s0, a2_s0;
    logic signed [WID_ACC-1:0] a2_s1, x_s1, x2_s1, ax1_s1;
    logic signed [WID_ACC-1:0] x2_s1_next, ax1_s1_next;
    logic signed [WID_ACC-1:0] ax2, x3, yfull;
    function automatic logic signed [WID_ACC-1:0] sat (
        input logic signed [WID_ACC-1:0] in_val
    );
        localparam logic signed [WID_ACC-1:0] max_val = (1 << (WID - 1)) - 1;
        localparam logic signed [WID_ACC-1:0] min_val = -(1 << (WID - 1));
        begin
            if (in_val > max_val) begin
                sat = max_val;
            end else if (in_val < min_val) begin
                sat = min_val;
            end else begin
                sat = in_val;
            end
        end
    endfunction
    always_comb begin
     x2_s1_next  = sat( (x_s0*x_s0)>>>FBITS );
ax1_s1_next = sat( ((a1_s0*x_s0)>>>FBITS) + a0_s0 );
          ax2 = sat((a2_s1*x2_s1)>>>FBITS);
	  x3 = sat((x2_s1*x_s1)>>>FBITS);
	  yfull = ax2+x3+ax1_s1;
	  y  = sat(yfull);
    end
    always_ff @(posedge clk) begin
        if (rst) begin
            x_s0   <= '0;
            a0_s0  <= '0;
            a1_s0  <= '0;
            a2_s0  <= '0;
            a2_s1  <= '0;
            x_s1   <= '0;
            x2_s1  <= '0;
            ax1_s1 <= '0;
        end else begin
        	x_s0 <=x;
	    	a0_s0<=a0;
		a1_s0<=a1;
	        a2_s0<=a2;
	       a2_s1 <= a2_s0;  
       	       x_s1  <=	x_s0;  
	       x2_s1 <= x2_s1_next;
	       ax1_s1 <= ax1_s1_next;
        end
    end
endmodule
File: flow/run.sh
#!/bin/bash
# OpenROAD 26Q1-2900-gdf79404cd8, Yosys 0.63+post, stock flow scripts
make -C /OpenROAD-flow-scripts/flow DESIGN_CONFIG=/design/flow/config.mk WORK_HOME=/design/flow/orfs finish
==> run notes <==
yosys + openroad results -> Synth Flop Type dfxtp_1, final count of negative-setup-slack endpoints 0, critical path's slowest cell dfxtp_1, GPL Wtd Cong about 0.92, pin count of the biggest net entering global routing 52, Setup CP Type reg -> out, commonest cells after routing, fill and taps aside 1401 x inv_1, 1122 x fa_1, 645 x nand2_1, 446 x and2_1, 388 x ha_1, fin crit period ~18 ns, CTS hold repair buffers 0, final wirelength 114 mm, vias between 30000 and 40000, Post-CTS Setup Inserts 0, gr busiest metal met2, global-route wire length before repair approximately 190 mm, Yosys Instances approximately 5400, Setup Skew 0.0333 ns, yosys warns 1, # diodes 0, die height 404 um, CP startpoint kind flop, # rows 147, maximum fanout along the worst path 17, R2R cell count 35, iteration tally of the first detailed-router pass 5, DR WL/cell 15.2 um, sequential fraction of the synthesis area around 6%, clk sinks between 100 and 150, Gate Count Post-Synth roughly 5400, Placed Instance Area ~0.052 sq mm, 1st-iter DRT viols approximately 1300, Top cell by count, worst path fa_1, outcome finished clean, vias in the first global route 35942, FF-to-FF Start a1_s0[4], htree depth 4, PwrDens between 100 and 150 mW/mm^2, Final Hold Viols 0, Final ANT Viol Nets 0, hpwl dp around 90 mm, slew margin rel. ~42%, OpenROAD warning count 29, Setup TNS Final 0 ns, Top Ports ~82, Finished Cell Area about 0.052 sq mm, Die X ~400 um, share of cells above drive strength 1 approximately 2.5%, FP Util roughly 30%, CTS tree yes, initial antenna violation count 7, vias per cell 4.47, total grt overflow 0, synthesis-to-layout area growth 7.85%, Min Hold Slack 0.436 ns, global-route met3 utilization a little over 7%, Tcrit/Tclk final about 72%, Worst EP required 20.32 ns, fin worst setup slack ~7 ns, Tot GR Track Use about 15%, DRC 0, Worst VDD drop 0.222 mV, CTS Buffer Depth 2, clk slew on worst S/H paths ~0.10 ns, post-route insts no fill approximately 7600, core area approximately 0.16 sq mm, asr flop ratio synth 0%, R2R Setup Slk about 14 ns, met1 GRT Util a little over a fifth, max-cap violation count 0, Leakage around 0.025 uW, reg-to-reg endpoint ax1_s1[3], critical path startpoint x2_s1[8], Pins Over Slew Limit 0, chip area ~0.16 sq mm, port bufs between 80 and 90, Post-synth regs between 100 and 150, CTS Buf Count 17, Resized cells post-CTS 0, YS chip area ~0.049 sq mm, worst slack, placed 7.58 ns, worst slew pin tran 0.857 ns, distinct lib cells between 80 and 90, worst setup path end y[0], Skew-Pair Late Insertion Delay 0.53 ns, Arr. time, crit path roughly 13 ns, unrepaired setup endpoints after global routing false, Netlist Area Pre-Place just under 0.05 sq mm, Critical Path End Type output pin, met2 Resource Use GR between 20 and 25%, number of enable flip-flop cells 0, Top cell excl fill/tap inv_1, Tightest Hold Check Type reg -> reg, Avg Inst Size Synth about 8.9 sq um, CTS root buf clkbuf_16, Inst Count DP 7521, Fmax about 54 MHz, Largest stage delay, worst path 0.75 ns
-- synthesized netlist by cell type (38+ instances only) --
cell	n	share of area, %
fa_1	1122	46
dfxtp_1	145	6.0
ha_1	388	10
nor2b_1	110	1.4
xor2_1	58	1.0
xnor2_1	135	2.4
a21o_1	56	0.87
a21oi_1	120	1.2
nor2_1	122	0.94
o21a_1	38	0.59
nand2_1	645	5.0
inv_1	1401	11
nand2b_1	45	0.58
clkbuf_1	222	1.7
and2_1	446	5.7
o21ai_0	83	0.86
-- worst max-delay path, delay by kind of cell, from the launching register on --
kind | cells | cell delay (ns)
adders and majority gates | 11 | 4.92
AOI/OAI and AO/OA | 15 | 4.02
buffers and inverters | 6 | 1.46
and+or+nand+nor | 5 | 1.22
DFF | 1 | 0.75
xor gates and xnor gates | 1 | 0.33
-- where the power goes --
group | internal [uW] | total, uW | switching (uW)
clock | 133 | 279 | 146
combinational | 2110 | 5400 | 3280
sequential | 275 | 310 | 35.1
total | 2520 | 5990 | 3460
-- final cells by class --
cell class / count / area, sq um
tap: 2160 / 2700
multi-input combinational: 3658 / 39500
inverter: 1402 / 5260
clock inverter: 15 / 185
timing repair buffer: 156 / 1370
fill: 16420 / 108000
sequential: 145 / 2900
clock buffer: 17 / 425
-- metal layers --
metal | routed length [um] | vias to the layer above
met3 | 12000 | 104
met4 | 2510 | 16
met2 | 51500 | 994
li1 | - | 15824
met1 | 48100 | 16828
met5 | 296 | -
-- logic make-up after synthesis --
family / synth area share [%]
compound gates: 6.14
mux: 0.0644
fa+ha+maj: 56.2
simple gates: 15.4
flops: 5.98
buf+inv: 12.7
xor+xnor: 3.48
-- registers in the layout, indices dropped and copies added, names as in the netlist --
register	flops
a0_s0	16
a1_s0	16
a2_s0	16
a2_s1	16
ax1_s1	25
x2_s1	24
x_s0	16
x_s1	16
-- through the flow --
step / total power [uW] / util, %
after floorplan: 4040 / -
after global placement: 5710 / 32.2
after detailed placement: 5690 / 32.2
after CTS: 6020 / 32.6
after global routing: 6660 / 32.6
final: 5990 / 32.6
-- worst min path at each step --
stage,start,end,slack [ns],cells after the start
CTS,a2_s0[9],a2_s1[9],0.44,1
global route,a2_s0[9],a2_s1[9],0.46,1
finish,a2_s0[9],a2_s1[9],0.44,1
Power figures rest on the tool's default switching activity, not on a simulated workload.
