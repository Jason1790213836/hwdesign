## design/flow/config.mk

```make
export PLATFORM = sky130hd
export DESIGN_NAME = piecewise_fixed
export DESIGN_NICKNAME = piecewise_fixed
export VERILOG_FILES = /design/flow/design.v
export SDC_FILE = /design/flow/constraint.sdc
export NUM_CORES = 4
export LEC_CHECK = 1
export CORE_UTILIZATION = 30
```

## design/flow/constraint.sdc

```tcl
current_design piecewise_fixed

set clk_period 16.5
set clk_io_pct 0.2

create_clock -name clk0 -period $clk_period [get_ports {clk}]

set non_clock_inputs [all_inputs -no_clocks]
set_input_delay [expr $clk_period * $clk_io_pct] -clock clk0 $non_clock_inputs
set_output_delay [expr $clk_period * $clk_io_pct] -clock clk0 [all_outputs]
```

## design/flow/design.v

```verilog
`timescale 1ns/1ps
module piecewise_fixed #(
    parameter int WID      = 16,    
    parameter int FBITS    = 8,     
    parameter bit SATURATE = 0      
)(
    input  logic                        clk,
    input  logic signed [WID-1:0]       x,
    input  logic signed [WID-1:0]       a0,
    input  logic signed [WID-1:0]       a1,
    input  logic signed [WID-1:0]       a2,
    input  logic signed [WID-1:0]       a3,
    output logic signed [WID-1:0]       y
);
    logic signed [WID-1:0] x_r, a0_r, a1_r, a2_r, a3_r;
    always_ff @(posedge clk) begin
        x_r  <= x;
        a0_r <= a0;
        a1_r <= a1;
        a2_r <= a2;
        a3_r <= a3;
    end
    localparam int WID_FULL = 2*WID - FBITS + 1;
    logic signed [WID_FULL-1:0] y0_full, y1_full;
    logic signed [WID-1:0] y0, y1;
    localparam logic signed [WID_FULL-1:0] MAXV =  (1 <<< (WID-1)) - 1;
    localparam logic signed [WID_FULL-1:0] MINV = -(1 <<< (WID-1));
    always_comb begin
        y0_full = ((a0_r * x_r) >>> FBITS) + a1_r;
        y1_full = ((a2_r * x_r) >>> FBITS) + a3_r;
    end
    generate
        if (SATURATE) begin : gen_sat
            always_comb begin
                if (y0_full > MAXV)       y0 = MAXV;
                else if (y0_full < MINV)  y0 = MINV;
                else                      y0 = y0_full;
                if (y1_full > MAXV)       y1 = MAXV;
                else if (y1_full < MINV)  y1 = MINV;
                else                      y1 = y1_full;
            end
        end else begin : gen_wrap
            always_comb begin
                y0 = y0_full;
                y1 = y1_full;
            end
        end
    endgenerate
    always_comb begin
        y = (y0 > y1) ? y0 : y1;
    end
endmodule
```

## design/flow/run.sh

```bash
#!/bin/bash
# OpenROAD 26Q1-2900-gdf79404cd8, Yosys 0.63+post, stock flow scripts
make -C /OpenROAD-flow-scripts/flow DESIGN_CONFIG=/design/flow/config.mk WORK_HOME=/design/flow/orfs finish
```

==> flow_metrics.tcl <==
# collected from the flow reports
set metrics [dict create \
    clkTransAtPathRegs_ns 0.08 \
    worstSetupPathType "reg2out" \
    ys_area_um2 18200 \
    yosys_warnings 1 \
    chip_area_um2 61600 \
    whs_endpoint "a1_r[15]$_DFF_P_" \
    grt_use_met1_pct 21.9 \
    critPathLaunchType "flop" \
    grt.busiest_layer "met2" \
    hold_viol 0 \
    maxCapViolCount 0 \
    synthesis.area_um2 18200 \
    rows 89 \
    via_per_inst 4.43 \
    ctsHoldBuffers 0 \
    cts_tree "done" \
    crit_start "x_r[1]$_DFF_P_" \
    cpPeakStageDelay_ns 0.72 \
    ioPinCount 97 \
    die_x_um 248 \
    ys_seq_share_pct 8.81 \
    cp-end-kind "output pin" \
    netlist_instances 1996 \
    tool_warnings 27 \
    outcome "finished, final reports clean" \
    dp_hpwl_um 35300 \
    crit_slowest_cell "dfxtp_1" \
    clkSinkCount 80 \
    arrival_ns 10.45 \
    fillers 5975 \
    synthArstFlopShare_pct 0 \
    antenna_found_initial 3 \
    fp.dieH_um 248 \
    antenna_cells 0 \
    syn_area_per_cell_um2 9.10 \
    worst_path_most_repeated_cell "fa_1" \
    ys_types 54 \
    critical_path_peak_fanout 17 \
    area_leaders "fa_1 41%, ha_1 13%, inv_1 10%" \
    drc_errors 0 \
    top_area_share_pct 41.2 \
    grt_util_met3_pct 8.36 \
    first_global_vias 13933 \
    vias 12517 \
    logic_area_um2 14400 \
    fin_crit_sh_pct 83.3 \
    worstHoldPathCells 1 \
    largest_area_cell "fa_1" \
    fp_util_pct 30.6 \
    max_slew_margin_pct 43.6 \
    fmax_mhz 72.7 \
    port_buffers 96 \
    post-route-min-period_ns 13.75 \
    report.final.slew_viol_count 0 \
    final_layout_size_suffix_gt1_share_pct 2.88 \
    grt_max_degree 34 \
    first_pass_iters 5 \
    wl_per_cell_um 15.6 \
    grt_use_met2_pct 23.4 \
    cts_resized 0 \
    drt_iter0_markers 411 \
    tightest_slew_ns 0.845 \
    rsz0062_at_grt "no" \
    grt.overflow.total 0 \
    cts_made_buffers 9 \
    clock_path_buffers 2 \
    cts_setup_buffers 0 \
    yosys_cells 1996 \
    tns_ns 0 \
    place_congestion 0.938 \
    htree_levels 3 \
    hp-class "in2reg" \
    setup_viol 0 \
    utilization_pct 34.1 \
    areaGrowthSynthToFinish_pct 11.6 \
    numSynthFlops 80 \
    grt_first_pass_wirelength_um 72600 \
    antenna_left 0 \
    globalRouteTotalUtil_pct 16.0 \
    wl_um 44000 \
    cts-root-buf "clkbuf_16" \
    cp.required_ns 13.20 \
    hold_start "a1[15]" \
    seq_area_um2 1600 \
    ff_type "dfxtp_1" \
    coreArea_um2 59500 \
    edf_count 0 \
]
-- state kept, by name, summed over array words and instances, names as in the netlist --
name	cells
x_r	16
a0_r	16
a2_r	16
a3_r	16
a1_r	16
-- routing by layer --
layer	share of wire [%]	wire [um]
met3	12	5300
met2	42	18500
met4	2.0	883
met1	44	19200
met5	0.34	149
-- kinds of logic (layout without fill, tap and decap cells) --
group | after synthesis | after routing | share of synthesized area (%)
buffers and inverters | 572 | 626 | 11.8
adder cells (fa/ha/maj) | 562 | 562 | 54.1
multiplexers | 16 | 16 | 0.943
flip-flops | 80 | 80 | 8.81
XOR/XNOR | 96 | 96 | 4.70
AND/OR/NAND/NOR | 567 | 567 | 15.4
AND-OR/OR-AND | 103 | 103 | 4.12
-- cell type report --
| cell class | count | area share, % |
|---|---|---|
| Sequential cell | 80 | 7.90 |
| Clock buffer | 9 | 1.11 |
| Inverter | 495 | 9.16 |
| Timing Repair Buffer | 115 | 5.44 |
| Clock inverter | 7 | 0.537 |
| Multi-Input combinational cell | 1344 | 71.1 |
| Tap cell | 773 | 4.77 |
-- synthesized netlist by cell type, drive strengths merged (2+ instances only) --
| master | instances |
|---|---|
| o2111ai | 3 |
| a21o | 14 |
| and4 | 2 |
| mux2 | 9 |
| mux2i | 7 |
| a221oi | 3 |
| o211ai | 2 |
| a31oi | 6 |
| nor2b | 10 |
| inv | 495 |
| o21ai | 17 |
| a21oi | 26 |
| o21bai | 2 |
| o31ai | 2 |
| and2 | 207 |
| o41ai | 2 |
| xor2 | 22 |
| nor4 | 3 |
| ha | 188 |
| nand3 | 8 |
| nand4 | 6 |
| nor3 | 10 |
| nand2b | 13 |
| buf | 3 |
| nand2 | 240 |
| or2 | 4 |
| dfxtp | 80 |
| fa | 374 |
| clkbuf | 74 |
| and3 | 10 |
| o21a | 16 |
| xnor2 | 73 |
| nor2 | 52 |
| a41oi | 2 |
-- critical path: cells and delay by family (launching register included) --
kind	cells	cell delay, ns
buffers and inverters	5	0.88
AND-OR/OR-AND	11	1.80
AND/OR/NAND/NOR	8	1.75
XOR/XNOR	1	0.50
adder cells (fa/ha/maj)	9	3.93
flip-flops	1	0.72
multiplexers	1	0.44
-- worst max path at each step --
stage	cells past startpoint	slack, ns	endpoint
after CTS	35	2.69	y[15]
after global routing	38	2.02	y[15]
final	35	2.75	y[15]
-- cell usage in the layout (no fill, tap or decap), types with 7 or more instances in the layout --
master,count
a21o_1,14
and2_1,207
clkbuf_16,9
o21ai_0,10
xnor2_1,73
and3_1,10
nand2b_1,13
nor3_1,10
a21oi_1,26
o21a_1,16
buf_4,19
o21ai_1,7
nand3_1,8
ha_1,188
inv_1,495
nor2b_1,10
mux2_2,9
nor2_1,51
mux2i_1,7
xor2_1,22
fa_1,374
dfxtp_1,80
nand2_1,240
clkdlybuf4s50_1,96
-- through the flow --
step / instance area, um^2 / instances / hold WS, ns / setup WS, ns
CTS: 20300 / 2823 / 3.31 / 2.69
floorplan: 18200 / 1996 / 3.33 / 4.32
global placement: 20000 / 2807 / 3.75 / 3.29
detailed placement: 20000 / 2807 / 3.75 / 3.17
finish: 20300 / 2823 / 3.34 / 2.75
global route: 20300 / 2823 / 3.33 / 2.02
